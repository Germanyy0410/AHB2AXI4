### run.sh
#!/bin/bash
# OpenROAD 26Q1-2900-gdf79404cd8, Yosys 0.63+post, stock flow scripts
make -C /OpenROAD-flow-scripts/flow DESIGN_CONFIG=/design/flow/config.mk WORK_HOME=/design/flow/orfs finish
### config.mk
export PLATFORM = sky130hd
export DESIGN_NAME = ahb_axi4_fifo
export DESIGN_NICKNAME = ahb_axi4_fifo
export VERILOG_FILES = /design/flow/design.v
export SDC_FILE = /design/flow/constraint.sdc
export NUM_CORES = 4
export LEC_CHECK = 1
export CORE_UTILIZATION = 40
### constraint.sdc
current_design ahb_axi4_fifo

set clk_period 26.1
set clk_io_pct 0.2

create_clock -name clk0 -period $clk_period [get_ports {clk}]

set non_clock_inputs [all_inputs -no_clocks]
set_input_delay [expr $clk_period * $clk_io_pct] -clock clk0 $non_clock_inputs
set_output_delay [expr $clk_period * $clk_io_pct] -clock clk0 [all_outputs]
### design.v
`timescale 1ns / 1ps
module ahb_axi4_fifo #(
  parameter DATA_WIDTH = 32,
  parameter FIFO_DEPTH = 256
) (
  input                                 clk,
  input                                 rst_n,
  input     [DATA_WIDTH-1:0]            data_i,
  output    [DATA_WIDTH-1:0]            data_o,
  input                                 wr_valid_i,
  input                                 rd_valid_i,
  output                                almost_empty_o,
  output                                empty_o,
  output                                almost_full_o,
  output                                full_o
);
  localparam ADDR_WIDTH = $clog2(FIFO_DEPTH);
  genvar addr;
  wire    [ADDR_WIDTH:0]        wr_addr_inc;
  wire    [ADDR_WIDTH-1:0]      wr_addr_map;
  wire    [ADDR_WIDTH:0]        rd_addr_inc;
  wire    [ADDR_WIDTH-1:0]      rd_addr_map;
  wire    [DATA_WIDTH-1:0]      buffer_nxt  [0:FIFO_DEPTH-1];
  reg     [DATA_WIDTH-1:0]      buffer      [0:FIFO_DEPTH-1];
  reg     [ADDR_WIDTH:0]        wr_addr;
  reg     [ADDR_WIDTH:0]        rd_addr;
  assign data_o = buffer[rd_addr_map];
  assign wr_addr_inc  = wr_addr + 1'b1;
  assign rd_addr_inc  = rd_addr + 1'b1;
  assign wr_addr_map  = wr_addr[ADDR_WIDTH-1:0];
  assign rd_addr_map  = rd_addr[ADDR_WIDTH-1:0];
  assign empty_o        = (wr_addr == rd_addr);
  assign almost_empty_o = (rd_addr_inc == wr_addr);
  assign full_o         = (wr_addr_map == rd_addr_map) & (wr_addr[ADDR_WIDTH] ^ rd_addr[ADDR_WIDTH]);
  assign almost_full_o  = (wr_addr_map + 1'b1 == rd_addr_map);
  generate
    for (addr = 0; addr < FIFO_DEPTH; addr = addr + 1) begin
      assign buffer_nxt[addr] = (wr_addr_map == addr) ? data_i : buffer[addr];
    end
  endgenerate
  generate
    for (addr = 0; addr < FIFO_DEPTH; addr = addr + 1) begin
      always @(posedge clk) begin
        if (!rst_n) begin
          buffer[addr] <= {DATA_WIDTH{1'b0}};
        end
        else if (wr_valid_i & !full_o) begin
          buffer[addr] <= buffer_nxt[addr];
        end
      end
    end
  endgenerate
  always @(posedge clk) begin
    if (!rst_n) begin
      wr_addr <= 1'b0;
    end
    else if (wr_valid_i & !full_o) begin
      wr_addr <= wr_addr_inc;
    end
  end
  always @(posedge clk) begin
    if (!rst_n) begin
      rd_addr <= 0;
    end
    else if (rd_valid_i & !empty_o) begin
      rd_addr <= rd_addr_inc;
    end
  end
endmodule
==> flow_summary.ini <==
; implementation run metrics
[placed_design]
dp_hpwl_mm = 2600
port_buffers = 71
preCtsSetupSlack_ns = 11.85
gp_congestion = 1.40

[outcome]
lastStage = 5_1_grt
status = did not finish
error = [ERROR GRT-0116] Global routing finished with congestion. Check the congestion regions in the DRC Viewer.

[cts]
cts_hold_buffers = 0
cts.sinks = 8210
htree_levels = 6
numCtsBuffers = 902
postCtsSetupBuffers = 0
cts.repair.resized = 0
clockRootBuffer = clkbuf_16
cts_buffer_depth = 4

[synth]
yosys_area_um2 = 356000
netlist_area_um2 = 356000
yosysUniqueCellTypes = 75
common_cells = nand2_1 (17099), dfxtp_1 (8210), a21boi_0 (8032)
synth-main-ff-cell = dfxtp_1
netlist.area_leader.share = 0.462
ys_cells = 45054
area_leaders = dfxtp_1 (46%), nand2_1 (18%), a21boi_0 (17%), a22oi_1 (6.0%), clkbuf_1 (3.8%)
ys_seq_frac = 0.462
yosysMostFrequentCell = nand2_1
syn_area_per_cell_um2 = 7.90
synth_area_leader_cell = dfxtp_1
synthesis.instances = 45054
ys.flops = 8210
edf_count = 0
yosysWarningCount = 2
async_reset_ff_frac = 0

[global_routing]
grt_pass1_vias = 472600
overflow = 9955
grt_max_degree = 212
grt_pass1_wl_mm = 5400
grt_usage = 0.923

[die]
dieHeight_um = 945
num_rows = 346
ioPinCount = 72
fp-utilization = 0.401
dieWidth_um = 945
[metrics by stage]
stage	instances	hold WS, ns	utilization	power, mW	cell area [µm²]
4_1_cts	57394	0.455	0.471	27.5	418000
3_5_place_dp	55720	0.447	0.436	14.2	387000
3_3_place_gp	55674	0.445	0.435	14.2	386000
2_1_floorplan	45054	0.435	-	13.4	356000
[kinds of logic after synthesis]
group / count (synthesis) / share of synthesized area
and+or+nand+nor: 19504 / 0.218
muxes: 112 / 0.00334
AOI/OAI and AO/OA: 12689 / 0.268
buffers and inverters: 4495 / 0.0481
xor gates and xnor gates: 36 / 0.000886
DFF: 8210 / 0.462
adders and majority gates: 8 / 0.000281
[routing by layer]
layer  global-route usage  GRT overflow
met1                0.933          1290
met5                0.782           143
met4                0.888          2878
met2                0.965          4124
met3                0.896          1520
Power and IR drop assume default switching activity.
