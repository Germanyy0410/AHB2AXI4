$ cat flow/config.mk
export PLATFORM = sky130hd
export DESIGN_NAME = burst_logic
export DESIGN_NICKNAME = burst_logic
export VERILOG_FILES = /design/flow/design.v
export SDC_FILE = /design/flow/constraint.sdc
export NUM_CORES = 4
export LEC_CHECK = 1
export CORE_AREA = 10 10 70 70
export DIE_AREA = 0 0 80 80
$ cat flow/constraint.sdc
current_design burst_logic

set clk_period 1.0
set clk_io_pct 0.2

create_clock -name clk0 -period $clk_period [get_ports {clk}]

set non_clock_inputs [all_inputs -no_clocks]
set_input_delay [expr $clk_period * $clk_io_pct] -clock clk0 $non_clock_inputs
set_output_delay [expr $clk_period * $clk_io_pct] -clock clk0 [all_outputs]
$ cat flow/design.v
`timescale 1ns / 1ps
module burst_logic #(
  parameter SINGLE          = 3'b000,
  parameter INCR            = 3'b001,
  parameter WRAP4           = 3'b010,
  parameter INCR4           = 3'b011,
  parameter WRAP8           = 3'b100,
  parameter INCR8           = 3'b101,
  parameter WRAP16          = 3'b110,
  parameter INCR16          = 3'b111,
  parameter IDLE            = 2'b00,
  parameter BUSY            = 2'b01,
  parameter NONSEQ          = 2'b10,
  parameter SEQ             = 2'b11,
  parameter FIXED_AXI       = 2'b00,
  parameter INCR_AXI        = 2'b01,
  parameter WRAP_AXI        = 2'b10,
  parameter RESERVED_AXI    = 2'b11,
  parameter OKAY            = 2'b00,
  parameter EXOKAY          = 2'b01,
  parameter SLVERR          = 2'b10,
  parameter DECERR          = 2'b11,
  parameter ADDR_WIDTH      = 8,
  parameter DATA_WIDTH      = 8,
  parameter AWID_WIDTH      = 3,
  parameter BID_WIDTH       = 3,
  parameter ARID_WIDTH      = 3,
  parameter RID_WIDTH       = 3,
  parameter WRITE           = 0,
  parameter READ            = 1
)(
  input wire           clk     ,
  input wire           rst_n   ,
  input wire  [2:0]    HBURST  ,
  input wire  [2:0]    HSIZE   ,
  input wire           HREADY  ,
  input wire  [1:0]    HTRANS  ,
  output reg  [2:0]    AWSIZE  ,
  output reg  [2:0]    ARSIZE  ,
  output reg  [1:0]    AWBURST ,
  output reg  [1:0]    ARBURST ,
  output reg  [7:0]    AWLEN   ,
  output reg  [7:0]    ARLEN
);
  reg  [1:0]  AWBURST_next ;
  reg  [1:0]  ARBURST_next ;
  reg  [7:0]  AWLEN_next   ;
  reg  [7:0]  ARLEN_next   ;
  wire HBURST_to_AxBURST_SINGLE   = (HBURST == SINGLE);
  wire HBURST_to_AxBURST_INCR     = (HBURST == INCR) || (HBURST == INCR4) || (HBURST == INCR8) || (HBURST == INCR16);
  wire HBURST_to_AxBURST_WRAP     = (HBURST == WRAP4) || (HBURST == WRAP8) || (HBURST == WRAP16);
  wire HBURST_to_AxLEN_undefined  = (HBURST == INCR);
  wire HBURST_to_AxLEN_1          = (HBURST == SINGLE);
  wire HBURST_to_AxLEN_4          = (HBURST == INCR4) || (HBURST == WRAP4);
  wire HBURST_to_AxLEN_8          = (HBURST == INCR8) || (HBURST == WRAP8);
  wire HBURST_to_AxLEN_16         = (HBURST == INCR16) || (HBURST == WRAP16);
  always @(*) begin
    AWBURST_next = RESERVED_AXI;
    ARBURST_next = RESERVED_AXI;
    AWLEN_next   = 8'b00000000;
    ARLEN_next   = 8'b00000000;
    if (HREADY && HTRANS == NONSEQ) begin
      if (HBURST_to_AxBURST_SINGLE) begin
      AWBURST_next = FIXED_AXI;
      ARBURST_next = FIXED_AXI;
    end else if (HBURST_to_AxBURST_INCR) begin
      AWBURST_next = INCR_AXI;
      ARBURST_next = INCR_AXI;
    end else if (HBURST_to_AxBURST_WRAP) begin
      AWBURST_next = WRAP_AXI;
      ARBURST_next = WRAP_AXI;
    end
    if (HBURST_to_AxLEN_1) begin
      AWLEN_next = 8'b00000000;
      ARLEN_next = 8'b00000000;
    end else if (HBURST_to_AxLEN_4) begin
      AWLEN_next = 8'b00000011;
      ARLEN_next = 8'b00000011;
    end else if (HBURST_to_AxLEN_8) begin
      AWLEN_next = 8'b00000111;
      ARLEN_next = 8'b00000111;
    end else if (HBURST_to_AxLEN_16 || HBURST_to_AxLEN_undefined) begin
      AWLEN_next = 8'b00001111;
      ARLEN_next = 8'b00001111;
    end
    end
  end
  always @(posedge clk or negedge rst_n) begin
    if (~rst_n) begin
      AWSIZE  <= 3'b000       ;
      AWBURST <= 2'b00        ;
      AWLEN   <= 8'b00000000  ;
      ARSIZE  <= 3'b000       ;
      ARBURST <= 2'b00        ;
      ARLEN   <= 8'b00000000  ;
    end else begin
      AWSIZE  <= HSIZE        ;
      AWBURST <= AWBURST_next ;
      AWLEN   <= AWLEN_next   ;
      ARSIZE  <= HSIZE        ;
      ARBURST <= ARBURST_next ;
      ARLEN   <= ARLEN_next   ;
    end
  end
endmodule
$ cat flow/run.sh
#!/bin/bash
# OpenROAD 26Q1-2900-gdf79404cd8, Yosys 0.63+post, stock flow scripts
make -C /OpenROAD-flow-scripts/flow DESIGN_CONFIG=/design/flow/config.mk WORK_HOME=/design/flow/orfs finish
==> results_tabular.tex <==
% Synthesis and place-and-route results
\begin{tabular}{lr}
\hline
Metric & Value \\
\hline
\multicolumn{2}{l}{\textbf{Clocking}} \\
\quad Sink count of the clock tree & 8 \\
\quad CTS tree & yes \\
\quad Clock transition at the registers of the reported paths & 0.05 ns \\
\quad Number of buffers added to fix hold violations after cts & 0 \\
\quad Cts bufs inserted & 3 \\
\quad Max Buffers Root-to-Sink & 2 \\
\quad CTS HTree Levels & 1 \\
\quad Buffer cell driving the clock tree root & sky130\_fd\_sc\_hd\_\_clkbuf\_4 \\
\multicolumn{2}{l}{\textbf{Final timing}} \\
\quad Setup repair after global routing missed its margin & yes \\
\quad Final Max-Slew Violation Tally & 0 \\
\quad Final-layout worst hold slack & 0.228 ns \\
\quad Period minus WS final & 1.06 ns \\
\quad Timing-limited maximum frequency & 944 MHz \\
\quad Final worst path period share & 106\% \\
\quad Final worst setup slack & -0.0591 ns \\
\quad Final hold violations & 0 \\
\quad Final setup vio count & 3 \\
\multicolumn{2}{l}{\textbf{Global routing}} \\
\quad Number of antenna violations at the first check in global routing & 0 \\
\quad Total track usage & 3.49\% \\
\quad Remaining global-route overflow & 0 \\
\quad Via count of the first global-routing pass & 340 \\
\quad Maximum number of pins on one net before global-route repair & 9 \\
\quad Wire length of the first global-routing pass & 1.71 mm \\
\multicolumn{2}{l}{\textbf{Outcome}} \\
\quad Run status & finished with violations \\
\quad Violated checks & negative setup slack \\
\multicolumn{2}{l}{\textbf{Pwr}} \\
\quad Switching portion of total power & 18.8\% \\
\quad Internal power summed over all cells & 0.000538 W \\
\quad Static leakage power & 0.298 nW \\
\quad Part of the total power dissipated in combinational logic & 14.6\% \\
\quad Net switching component of the power & 0.000124 W \\
\quad Part of the power in registers & 51.8\% \\
\quad Fraction of power consumed by the clock network & 33.6\% \\
\quad Power per standard cell area & 1090 nW/um2 \\
\quad Worst supply voltage drop on vdd & 0.513 mV \\
\multicolumn{2}{l}{\textbf{Route}} \\
\quad DRC violations left & 0 \\
\quad Total wirelength of the detailed-routed design & 1.06 mm \\
\quad Number of vias after detailed routing & 291 \\
\quad Number of design-rule violations left by the first detailed-router iteration & 4 \\
\quad Remaining antenna violation count after routing & 0 \\
\quad Routed length per instance & 9.83 um \\
\quad Ant. Diodes & 0 \\
\quad Total iterations of the first detailed-routing run & 4 \\
\quad Number of vias per cell & 2.69 \\
\multicolumn{2}{l}{\textbf{Finish}} \\
\quad Post-layout util & 17.7\% \\
\quad Combined area of the multi-input logic cells & 101 um2 \\
\quad Number of non-filler instances in the completed layout & 108 \\
\quad Fraction of layout cells with a size suffix above 1 & 43.5\% \\
\quad Syn-to-layout area delta & 47.6\% \\
\quad Sequential cell area & 200 um2 \\
\quad \# fillers & 390 \\
\quad Area of all placed cells without fillers & 606 um2 \\
\multicolumn{2}{l}{\textbf{Logic synthesis}} \\
\quad Dominant kind of combinational cell & buffers and inverters \\
\quad Mapped Avg Cell Area & 10.5 um2 \\
\quad Xor+xnor area frac & 0\% \\
\quad Area reported by Yosys stat & 410 um2 \\
\quad Post-Syn Area & 410 um2 \\
\quad Number of library cell types mapped by synthesis & 14 \\
\quad Adder-cell area share of the yosys netlist & 0\% \\
\quad Part of the Yosys area used for sequential elements & 48.8\% \\
\quad Multiplexer area fraction after synthesis & 0\% \\
\quad AND-OR/OR-AND Cells, Area Fraction & 5.18\% \\
\quad Flip-flop and latch count after synthesis & 8 \\
\quad Yosys warns & 1 \\
\quad Cell total in the yosys stat output & 39 \\
\quad Gate Count Post-Synth & 39 \\
\quad Simple-gate share of the synthesized area & 11.3\% \\
\multicolumn{2}{l}{\textbf{Setup path}} \\
\quad Buffers plus inverters on the worst setup path & 2 \\
\quad Required time worst endpoint & 0.80 ns \\
\quad Worst setup EP type & output port \\
\quad Signal arrival time at the worst endpoint & 0.86 ns \\
\quad Crit-path max FO & 3 \\
\quad Cells along the critical path & buf\_6, buf\_2 \\
\quad Category of cells accounting for the largest share of critical-path delay & flip-flops \\
\quad CP startpoint kind & flip-flop \\
\quad Max stage delay cell, worst path & sky130\_fd\_sc\_hd\_\_dfrtp\_1 \\
\quad Critical path class & flip-flop to output port \\
\quad Critical path's largest stage delay & 0.39 ns \\
\multicolumn{2}{l}{\textbf{Place}} \\
\quad Routability-driven placement congestion ratio & 0.776 \\
\quad Tally of buffers added on design ports & 28 \\
\quad Detailed Place HPWL & 958 um \\
\quad Area after DPL & 654 um2 \\
\quad Placed cell count & 104 \\
\multicolumn{2}{l}{\textbf{Die}} \\
\quad Core Density at Floorplan & 12.0\% \\
\quad Area of the chip & 6400 um2 \\
\quad Die outline width & 80 um \\
\quad Die Y & 80 um \\
\quad I/O Pins & 37 \\
\quad Area of the core & 3420 um2 \\
\quad Standard-cell rows & 21 \\
\multicolumn{2}{l}{\textbf{Job}} \\
\quad Number of max-cap violations & 0 \\
\quad Stage-log warning count & 27 \\
\multicolumn{2}{l}{\textbf{Worst hold path}} \\
\quad Min-Delay Path Class & input pin to asynchronous set/reset pin \\
\hline
\end{tabular}
cell families after synthesis:
kind of cell,count (synthesis)
flip-flops,8
other,1
buffers and inverters,19
AND/OR/NAND/NOR,8
AND-OR/OR-AND,3
Yosys cell counts:
master,count,area share [%]
sky130_fd_sc_hd__nand3b_1,1,1.8
sky130_fd_sc_hd__nor2_1,2,1.8
sky130_fd_sc_hd__dfrtp_1,8,49
sky130_fd_sc_hd__nor3_1,1,1.2
sky130_fd_sc_hd__nand2_1,1,0.91
sky130_fd_sc_hd__or2b_1,1,1.8
sky130_fd_sc_hd__o21bai_1,1,1.8
sky130_fd_sc_hd__or3b_1,1,2.1
sky130_fd_sc_hd__a21oi_2,1,2.1
sky130_fd_sc_hd__or2_2,1,1.5
sky130_fd_sc_hd__conb_1,1,0.91
sky130_fd_sc_hd__buf_4,18,33
sky130_fd_sc_hd__a21oi_1,1,1.2
sky130_fd_sc_hd__inv_1,1,0.91
sequential cells by signal, indices dropped and copies added, names as in the netlist:
name     count
ARBURST      2
AWSIZE       3
ARLEN        3
power groups by stage:
stage / sequential [W] / clock, W / combinational (W)
6_report: 0.000343 / 0.000223 / 0.0000965
4_1_cts: 0.000344 / 0.000236 / 0.000100
5_1_grt: 0.000344 / 0.000273 / 0.000111
how the worst max path moves through the flow:
stage | start | endpoint | slack (ns) | cells past startpoint
CTS | ARLEN[1]$_DFF_PN0_ | ARLEN[0] | -0.08 | 2
global route | ARLEN[1]$_DFF_PN0_ | AWLEN[1] | -0.11 | 2
finish | ARLEN[1]$_DFF_PN0_ | AWLEN[1] | -0.06 | 2
area by class of cell:
cell class | count | area share [%]
sequential | 8 | 33.1
timing repair buffer | 31 | 36.4
clock buffer | 3 | 3.72
tap | 46 | 9.50
multi-input combinational | 19 | 16.7
inverter | 1 | 0.620
per-stage QoR:
step,setup slack [ns],setup TNS [ns],power [W]
final,-0.0591,-0.171,0.000662
after CTS,-0.0804,-0.234,0.000679
after detailed placement,-0.282,-1.32,0.000471
after global placement,-0.265,-1.19,0.000470
after floorplan,0.184,0,0.000398
after global routing,-0.112,-0.332,0.000727
cell usage in the layout, fill, tap and decap left out, types with 2 or more instances in the layout:
cell type / count
sky130_fd_sc_hd__buf_6: 2
sky130_fd_sc_hd__clkbuf_2: 3
sky130_fd_sc_hd__clkdlybuf4s50_1: 8
sky130_fd_sc_hd__conb_1: 8
sky130_fd_sc_hd__nor2_1: 2
sky130_fd_sc_hd__dfrtp_1: 8
sky130_fd_sc_hd__a21oi_2: 2
sky130_fd_sc_hd__buf_4: 2
sky130_fd_sc_hd__buf_2: 14
sky130_fd_sc_hd__clkbuf_4: 3
sky130_fd_sc_hd__dlygate4sd2_1: 2
metal layers:
layer	global-route usage, %	wire, um
met5	0	0
met3	3.52	198
met1	3.51	423
met2	5.30	440
met4	0.176	0
what timing repair did:
item	4_1_cts	5_1_grt
setup endpoints to repair	19	8
resized	54	5
setup buffers	1	0
gates cloned	0	0
Power and IR drop assume default switching activity.
